==> flow/constraint.sdc <==
current_design video

set clk_period 1.3
set clk_io_pct 0.2

create_clock -name clk0 -period $clk_period [get_ports {clk}]

set non_clock_inputs [all_inputs -no_clocks]
set_input_delay [expr $clk_period * $clk_io_pct] -clock clk0 $non_clock_inputs
set_output_delay [expr $clk_period * $clk_io_pct] -clock clk0 [all_outputs]
==> flow/run.sh <==
#!/bin/bash
# OpenROAD 26Q1-2900-gdf79404cd8, Yosys 0.63+post, stock flow scripts
make -C /OpenROAD-flow-scripts/flow DESIGN_CONFIG=/design/flow/config.mk WORK_HOME=/design/flow/orfs finish
==> flow/config.mk <==
export PLATFORM = sky130hd
export DESIGN_NAME = video
export DESIGN_NICKNAME = video
export VERILOG_FILES = /design/flow/design.v
export SDC_FILE = /design/flow/constraint.sdc
export NUM_CORES = 4
export LEC_CHECK = 1
export CORE_UTILIZATION = 30
==> flow/design.v <==
module video(clk, rst, r, g, b, h, v);
   input clk;
   input rst;
   output [2:0] r;
   output [2:0] g;
   output [2:0] b;
   output 	h;
   output 	v;
   reg 		r;
   reg 		g;
   reg 		b;
   reg [9:0] 	pixel_counter;
   reg [9:0] 	row_counter;
   reg [2:0] 	clk_counter;
   wire 	clk25;
   assign clk25 = clk_counter[1];
   always @ (posedge clk)
     if (rst)
       begin
	  clk_counter <= 0;
       end
     else
       begin
	  clk_counter <= clk_counter + 1;
       end
   assign v = ~(row_counter >= 11 && row_counter <= 12);
   assign h = ~(pixel_counter >= 24 && pixel_counter <= 118);
   always @ (pixel_counter or row_counter)
     begin
	if (row_counter >= 45 && pixel_counter >= 167)
	  begin
	     r = row_counter - 11;
	     g = pixel_counter - 167;
	     b = 0;
	  end
	else
	  begin
	     r = 0;
	     g = 0;
	     b = 0;
	  end
   end
   always @ (posedge clk25 or posedge rst)
     if (rst)
       pixel_counter <= 0;
     else if (pixel_counter == 806)
       pixel_counter <= 0;
     else
       pixel_counter <= pixel_counter + 1;
   always @ (posedge clk25 or posedge rst)
     if (rst)
       row_counter <= 0;
     else if (pixel_counter == 806)
       begin
	  if (row_counter == 524)
	    row_counter <= 0;
	  else
	    row_counter <= row_counter + 1;
       end
endmodule  
==> results.toml <==
# synthesis and place-and-route metrics
[clock_tree]
ctsResizeCount = 0
clkLatencyLatePin_ns = 0.21
cts_buffers = 3
clockBufferDepth = 2
post_cts_buffers = 0
cts_tree = "done"
clkTransAtPathRegs_ns = 0.03
h-tree-depth = 1
cts_root_buf = "clkbuf_8"
ctsHoldBuffers = 0

[critical_path]
cp-end-kind = "flip-flop"
worst_setup_path_start_kind = "input port"
worst_ep_arrival_time_ns = 0.83
rr_startpoint = "clk_counter[0]$_SDFF_PP0_"
r2r_slack_ns = 0.68
reg2regPathDepth = 2
r2r-end = "clk_counter[1]$_SDFF_PP0_"
critPathKind = "input port to flip-flop"
cp.buffers_inverters = 1
cpMaxStageDelayCell = "clkdlybuf4s50_1"
path_cells = "clkdlybuf4s50_1 > nor2_1"
slowest_delay_ns = 0.51
worstPathRequired_ns = 1.40
crit_fanout = 3
critical-path-top-delay-family = "buffers and inverters"

[global_route]
grt_max_degree = 21
antenna_found_initial = 0
grt_pass1_wl_um = 3980
grt_overflow = 0
grt_pass1_vias = 906
grtUsageTotal_pct = 11.1

[logic_synthesis]
synth-async-reset-ratio_pct = 90.9
synth_area_per_cell_um2 = 9.66
ff_type = "dfrtp_1"
edf_count = 0
ys_types = 42
top_area_cell = "dfrtp_1"
synthCells = 136
synth_top_area_share_pct = 38.1
yosys_area_mm2 = 0.00131
area_leaders = "dfrtp_1 38%, ha_1 6.7%, xnor2_1 6.7%, nor2_1 3.7%, nand3_1 3.4%"
syn_area_mm2 = 0.00131
ys_seq_share_pct = 41.1
ys_ff = 22
ys_warn_count = 1
ys_cells = 136

[hold_path]
hold_path_depth = 1
hold_start = "clk_counter[0]$_SDFF_PP0_"
hold_end = "clk_counter[0]$_SDFF_PP0_"
hold_class = "flip-flop to flip-flop"

[placed_design]
gp_congestion = 0.839
portBuffers = 9
dpl_cell_area_mm2 = 0.00143
dp.final_hpwl_um = 1630

[timing]
final-hold-violation-count = 0
rsz0062_at_grt = "no"
worst_slew_pin_slew_ns = 0.823
fin_setup_tns_ns = 0
unclocked_pins = 20
min_period_ns = 0.730
fin_skew_ns = 0.00109
setup_viol = 0
untimed_endpoints = 28
slew-limit-headroom_pct = 44.7
fmax_mhz = 1370
finalCritPeriodShare_pct = 56.1
slew_violations = 0

[detailed_routing]
wl_um = 2270
antenna_cells = 0
wl_per_cell_um = 11.7
viasPerCell = 4.90
route.detailed.drc = 0
drtAntennaViolNets = 0
dr.first_iter.drc_count = 77
detailroute.via_count = 945
first_pass_iters = 4

[die]
die_w_um = 68.2
fp-utilization_pct = 31.9
core_mm2 = 0.00412
die_h_um = 68.2
row_count = 23
ios = 13
die-area_mm2 = 0.00465

[finish]
seqCellArea_um2 = 541
areaGrowthSynthToFinish_pct = 12.3
logic_area_um2 = 714
design_area_mm2 = 0.00148
fill_cells = 387
drive_gt1_share_pct = 6.29

[run_status]
status = "complete, no violations"

[job]
cap_violations = 0
tool_warnings = 31

[pwr]
p_leak_nw = 0.658
vdd_ir_drop_max_uv = 681
power_density_mw_per_mm2 = 287
cells in the final DEF, fill, tap and decap left out, types with 2 or more instances in the layout:
cell type and n:
dfrtp_1 20, nor2_1 13, xnor2_1 10, nand3_1 9, clkdlybuf4s50_1 9, nor3_1 7
ha_1 7, nand2_1 6, inv_1 5, or3_1 3, nand3b_1 3, nand4_1 3
and3_1 3, xor2_1 3, nor3b_1 3, o21ai_1 3, a21oi_1 3, conb_1 3
clkbuf_8 3, nor4_1 2, mux2_1 2, a21o_1 2, a31oi_1 2, dfxtp_1 2
how the worst max path moves through the flow:
| stage | to | depth (start not counted) | slack (ns) | from |
|---|---|---|---|---|
| finish | clk_counter[1]$_SDFF_PP0_ | 2 | 0.57 | rst |
| global route | clk_counter[1]$_SDFF_PP0_ | 2 | 0.55 | rst |
| CTS | clk_counter[1]$_SDFF_PP0_ | 2 | 0.57 | rst |
cells by family (layout without fill, tap and decap cells):
family,Yosys count,in the layout,share of synthesized area (%)
and+or+nand+nor,61,61,27.7
DFF,22,22,41.1
AOI/OAI and AO/OA,17,17,8.76
xor gates and xnor gates,13,13,8.67
buffers and inverters,13,18,5.05
adders and majority gates,7,7,6.67
muxes,2,2,1.71
other,1,3,0.285
report_power, final:
part	internal, mW	switching [mW]
logic	0.0116	0.0324
clock network	0.196	0.0481
registers	0.133	0.00362
registers in the layout, indices dropped and copies added, names as in the netlist:
name and flops:
clk_counter 2, row_counter 10, pixel_counter 10
Yosys cell counts, types with 4 or more instances:
library cell	number
buf_4	4
dfrtp_1	20
ha_1	7
inv_1	5
nand2_1	6
nand3_1	9
nor2_1	13
nor3_1	7
xnor2_1	10
area by class of cell:
class | count | share of cell area [%]
inverter | 5 | 1.27
clock buffer | 3 | 2.80
tap | 50 | 4.24
timing repair buffer | 10 | 6.62
sequential | 22 | 36.6
multi-input combinational | 103 | 48.4
metrics by stage:
stage	std cells	setup WS, ns	hold slack [ns]	utilization (%)	total power [mW]
after floorplan	138	0.440	0.327	-	0.168
after CTS	193	0.568	0.433	35.8	0.439
after detailed placement	190	0.350	0.431	34.8	0.184
final	193	0.570	0.429	35.8	0.424
after global routing	193	0.545	0.460	35.8	0.447
after global placement	190	0.384	0.421	34.8	0.183
metal layers:
metal / global-route usage, % / vias up / wire length, µm
li1: - / 489 / -
met5: 0 / - / 0
met1: 18.5 / 441 / 1280
met3: 0 / 0 / 51
met2: 17.0 / 15 / 936
met4: 1.04 / 0 / 0
Power and IR drop assume default switching activity.
